==> ./design.v <==
module ysyx_22050518_axi_interconnect(
    input [3:0]            axi_0_ar_id,
    input [1:0]            axi_0_ar_brust,
    input [7:0]            axi_0_ar_len,
    input [2:0]            axi_0_ar_size,
    input [63:0]           axi_0_ar_addr,
    input                  axi_0_ar_valid,
    output reg                 axi_0_ar_ready,
    output reg [31:0]            axi_0_r_data,
    output reg                   axi_0_r_valid,
    input                    axi_0_r_ready,
    output reg [3:0]             axi_0_r_id,
    output reg                   axi_0_r_last,
    output reg [1:0]             axi_0_r_resp,
    input [63:0]           axi_0_aw_addr,
    input                  axi_0_aw_valid,
    output reg             axi_0_aw_ready,
    input [3:0]            axi_0_aw_id,
    input [1:0]            axi_0_aw_brust,
    input [7:0]            axi_0_aw_len,
    input [2:0]            axi_0_aw_size,
    input [31:0]           axi_0_w_data,
    input                  axi_0_w_valid,
    output reg             axi_0_w_ready, 
    input                  axi_0_w_last,
    input   [3:0]          axi_0_w_strb,
    input                  axi_0_b_ready,
    output reg                 axi_0_b_valid,
    output reg  [1:0]          axi_0_b_resp,
    output reg  [3:0]          axi_0_b_id,
    input [3:0]            axi_1_ar_id,
    input [1:0]            axi_1_ar_brust,
    input [7:0]            axi_1_ar_len,
    input [2:0]            axi_1_ar_size,
    input [63:0]           axi_1_ar_addr,
    input                  axi_1_ar_valid,
    output reg                 axi_1_ar_ready,
    output reg [31:0]            axi_1_r_data,
    output reg                   axi_1_r_valid,
    input                    axi_1_r_ready,
    output reg [3:0]             axi_1_r_id,
    output reg                   axi_1_r_last,
    output reg [1:0]             axi_1_r_resp,
    input [63:0]           axi_1_aw_addr,
    input                  axi_1_aw_valid,
    output reg                 axi_1_aw_ready,
    input [3:0]            axi_1_aw_id,
    input [1:0]            axi_1_aw_brust,
    input [7:0]            axi_1_aw_len,
    input [2:0]            axi_1_aw_size,
    input [31:0]           axi_1_w_data,
    input                  axi_1_w_valid,
    output reg             axi_1_w_ready, 
    input                  axi_1_w_last,
    input   [3:0]          axi_1_w_strb,
    input                  axi_1_b_ready,
    output reg                 axi_1_b_valid,
    output reg  [1:0]          axi_1_b_resp,
    output reg  [3:0]          axi_1_b_id,
    input [3:0]            axi_2_ar_id,
    input [1:0]            axi_2_ar_brust,
    input [7:0]            axi_2_ar_len,
    input [2:0]            axi_2_ar_size,
    input [63:0]           axi_2_ar_addr,
    input                  axi_2_ar_valid,
    output reg                 axi_2_ar_ready,
    output reg [31:0]            axi_2_r_data,
    output reg                   axi_2_r_valid,
    input                    axi_2_r_ready,
    output reg [3:0]             axi_2_r_id,
    output reg                   axi_2_r_last,
    output reg [1:0]             axi_2_r_resp,
    input [63:0]           axi_2_aw_addr,
    input                  axi_2_aw_valid,
    output reg                 axi_2_aw_ready,
    input [3:0]            axi_2_aw_id,
    input [1:0]            axi_2_aw_brust,
    input [7:0]            axi_2_aw_len,
    input [2:0]            axi_2_aw_size,
    input [31:0]           axi_2_w_data,
    input                  axi_2_w_valid,
    output reg             axi_2_w_ready, 
    input                  axi_2_w_last,
    input   [3:0]          axi_2_w_strb,
    input                  axi_2_b_ready,
    output reg                 axi_2_b_valid,
    output reg  [1:0]          axi_2_b_resp,
    output reg  [3:0]          axi_2_b_id,
    output reg                  axi_3_clk,
    output reg                  axi_3_rst_n,
    output reg [3:0]            axi_3_ar_id,
    output reg [1:0]            axi_3_ar_brust,
    output reg [7:0]            axi_3_ar_len,
    output reg [2:0]            axi_3_ar_size,
    output reg [63:0]           axi_3_ar_addr,
    output reg                  axi_3_ar_valid,
    input                   axi_3_ar_ready,
    input [31:0]            axi_3_r_data,
    input                   axi_3_r_valid,
    output reg                  axi_3_r_ready,
    input [3:0]             axi_3_r_id,
    input                   axi_3_r_last,
    input [1:0]             axi_3_r_resp,
    output reg [63:0]           axi_3_aw_addr,
    output reg                  axi_3_aw_valid,
    input                   axi_3_aw_ready,
    output reg [3:0]            axi_3_aw_id,
    output reg [1:0]            axi_3_aw_brust,
    output reg [7:0]            axi_3_aw_len,
    output reg [2:0]            axi_3_aw_size,
    output reg [31:0]           axi_3_w_data,
    output reg                  axi_3_w_valid,
    input   wire            axi_3_w_ready, 
    output reg                  axi_3_w_last,
    output reg   [3:0]          axi_3_w_strb,
    output reg                  axi_3_b_ready,
    input                   axi_3_b_valid,
    input  [1:0]            axi_3_b_resp,
    input  [3:0]            axi_3_b_id
);
reg [2:0]   ar_sel;
always@(*)begin
    if(axi_0_ar_valid)begin
        ar_sel = 3'b100;
    end
    else if(axi_1_ar_valid)begin
        ar_sel = 3'b010;
    end
    else if(axi_2_ar_valid)begin
        ar_sel = 3'b001;
    end
    else begin
        ar_sel = 3'b0;
    end
end
always@(*)begin
    case(ar_sel)
        3'b100: axi_3_ar_valid = axi_0_ar_valid;
        3'b010: axi_3_ar_valid = axi_1_ar_valid;
        3'b001: axi_3_ar_valid = axi_2_ar_valid;
        default: axi_3_ar_valid = 1'b0;
    endcase
end
always@(*)begin
    case(ar_sel)
        3'b100: axi_3_ar_id = axi_0_ar_id;
        3'b010: axi_3_ar_id = axi_1_ar_id;
        3'b001: axi_3_ar_id = axi_2_ar_id;
        default: axi_3_ar_id = 4'b0;
    endcase
end
always@(*)begin
    case(ar_sel)
        3'b100: axi_3_ar_brust = axi_0_ar_brust;
        3'b010: axi_3_ar_brust = axi_1_ar_brust;
        3'b001: axi_3_ar_brust = axi_2_ar_brust;
        default: axi_3_ar_brust = 2'b0;
    endcase
end
always@(*)begin
    case(ar_sel)
        3'b100: axi_3_ar_len = axi_0_ar_len;
        3'b010: axi_3_ar_len = axi_1_ar_len;
        3'b001: axi_3_ar_len = axi_2_ar_len;
        default: axi_3_ar_len = 8'b0;
    endcase
end
always@(*)begin
    case(ar_sel)
        3'b100: axi_3_ar_size = axi_0_ar_size;
        3'b010: axi_3_ar_size = axi_1_ar_size;
        3'b001: axi_3_ar_size = axi_2_ar_size;
        default: axi_3_ar_size = 3'b0;
    endcase
end
always@(*)begin
    case(ar_sel)
        3'b100: axi_3_ar_addr = axi_0_ar_addr;
        3'b010: axi_3_ar_addr = axi_1_ar_addr;
        3'b001: axi_3_ar_addr = axi_2_ar_addr;
        default: axi_3_ar_addr = 64'b0;
    endcase
end
always@(*)begin
    case(ar_sel)
        3'b100: axi_0_ar_ready = axi_3_ar_ready;
        default: axi_0_ar_ready = 1'b0;
    endcase
end
always@(*)begin
    case(ar_sel)
        3'b010: axi_1_ar_ready = axi_3_ar_ready;
        default: axi_1_ar_ready = 1'b0;
    endcase
end
always@(*)begin
    case(ar_sel)
        3'b001: axi_2_ar_ready = axi_3_ar_ready;
        default: axi_2_ar_ready = 1'b0;
    endcase
end
always@(*)begin
    case(axi_3_r_id)
    4'b0001: axi_0_r_data = axi_3_r_data;
    default: axi_0_r_data = 32'b0;
    endcase
end
always@(*)begin
    case(axi_3_r_id)
    4'b0010: axi_1_r_data = axi_3_r_data;
    default: axi_1_r_data = 32'b0;
    endcase
end
always@(*)begin
    case(axi_3_r_id)
    4'b0011: axi_2_r_data = axi_3_r_data;
    default: axi_2_r_data = 32'b0;
    endcase
end
always@(*)begin
    case(axi_3_r_id)
    4'b0001: axi_0_r_valid = axi_3_r_valid;
    default: axi_0_r_valid = 1'b0;
    endcase
end
always@(*)begin
    case(axi_3_r_id)
    4'b0010: axi_1_r_valid = axi_3_r_valid;
    default: axi_1_r_valid = 1'b0;
    endcase
end
always@(*)begin
    case(axi_3_r_id)
    4'b0011: axi_2_r_valid = axi_3_r_valid;
    default: axi_2_r_valid = 1'b0;
    endcase
end
always@(*)begin
    case(axi_3_r_id)
    4'b0001: axi_3_r_ready = axi_0_r_ready;
    4'b0010: axi_3_r_ready = axi_1_r_ready;
    4'b0011: axi_3_r_ready = axi_2_r_ready;
    default: axi_3_r_ready = 1'b0;
    endcase
end
always@(*)begin
    case(axi_3_r_id)
    4'b0001: axi_0_r_id = axi_3_r_id;
    default: axi_0_r_id = 4'b0;
    endcase
end
always@(*)begin
    case(axi_3_r_id)
    4'b0010: axi_1_r_id = axi_3_r_id;
    default: axi_1_r_id = 4'b0;
    endcase
end
always@(*)begin
    case(axi_3_r_id)
    4'b0011: axi_2_r_id = axi_3_r_id;
    default: axi_2_r_id = 4'b0;
    endcase
end
always@(*)begin
    case(axi_3_r_id)
    4'b0001: axi_0_r_last = axi_3_r_last;
    default: axi_0_r_last = 1'b0;
    endcase
end
always@(*)begin
    case(axi_3_r_id)
    4'b0010: axi_1_r_last = axi_3_r_last;
    default: axi_1_r_last = 1'b0;
    endcase
end
always@(*)begin
    case(axi_3_r_id)
    4'b0011: axi_2_r_last = axi_3_r_last;
    default: axi_2_r_last = 1'b0;
    endcase
end
always@(*)begin
    case(axi_3_r_id)
    4'b0001: axi_0_r_resp = axi_3_r_resp;
    default: axi_0_r_resp = 2'b0;
    endcase
end
always@(*)begin
    case(axi_3_r_id)
    4'b0010: axi_1_r_resp = axi_3_r_resp;
    default: axi_1_r_resp = 2'b0;
    endcase
end
always@(*)begin
    case(axi_3_r_id)
    4'b0011: axi_2_r_resp = axi_3_r_resp;
    default: axi_2_r_resp = 2'b0;
    endcase
end
reg [2:0]   aw_sel;
always@(*)begin
    if(axi_0_aw_valid)begin
        aw_sel = 3'b100;
    end
    else if(axi_1_aw_valid)begin
        aw_sel = 3'b010;
    end
    else if(axi_2_aw_valid)begin
        aw_sel = 3'b001;
    end
    else begin
        aw_sel = 3'b0;
    end
end
always@(*)begin
    case(aw_sel)
        3'b100: axi_3_aw_valid = axi_0_aw_valid;
        3'b010: axi_3_aw_valid = axi_1_aw_valid;
        3'b001: axi_3_aw_valid = axi_2_aw_valid;
        default: axi_3_aw_valid = 1'b0;
    endcase
end
always@(*)begin
    case(aw_sel)
        3'b100: axi_3_aw_id = axi_0_aw_id;
        3'b010: axi_3_aw_id = axi_1_aw_id;
        3'b001: axi_3_aw_id = axi_2_aw_id;
        default: axi_3_aw_id = 4'b0;
    endcase
end
always@(*)begin
    case(aw_sel)
        3'b100: axi_3_aw_brust = axi_0_aw_brust;
        3'b010: axi_3_aw_brust = axi_1_aw_brust;
        3'b001: axi_3_aw_brust = axi_2_aw_brust;
        default: axi_3_aw_brust = 2'b0;
    endcase
end
always@(*)begin
    case(aw_sel)
        3'b100: axi_3_aw_len = axi_0_aw_len;
        3'b010: axi_3_aw_len = axi_1_aw_len;
        3'b001: axi_3_aw_len = axi_2_aw_len;
        default: axi_3_aw_len = 8'b0;
    endcase
end
always@(*)begin
    case(aw_sel)
        3'b100: axi_3_aw_size = axi_0_aw_size;
        3'b010: axi_3_aw_size = axi_1_aw_size;
        3'b001: axi_3_aw_size = axi_2_aw_size;
        default: axi_3_aw_size = 3'b0;
    endcase
end
always@(*)begin
    case(aw_sel)
        3'b100: axi_3_aw_addr = axi_0_aw_addr;
        3'b010: axi_3_aw_addr = axi_1_aw_addr;
        3'b001: axi_3_aw_addr = axi_2_aw_addr;
        default: axi_3_aw_addr = 64'b0;
    endcase
end
always@(*)begin
    case(aw_sel)
        3'b100: axi_0_aw_ready = axi_3_aw_ready;
        default: axi_0_aw_ready = 1'b0;
    endcase
end
always@(*)begin
    case(aw_sel)
        3'b010: axi_1_aw_ready = axi_3_aw_ready;
        default: axi_1_aw_ready = 1'b0;
    endcase
end
always@(*)begin
    case(aw_sel)
        3'b001: axi_2_aw_ready = axi_3_aw_ready;
        default: axi_2_aw_ready = 1'b0;
    endcase
end
reg [2:0]   w_sel;
always@(*)begin
    if(axi_0_w_valid)begin
        w_sel = 3'b100;
    end
    else if(axi_1_w_valid)begin
        w_sel = 3'b010;
    end
    else if(axi_2_w_valid)begin
        w_sel = 3'b001;
    end
    else begin
        w_sel = 3'b0;
    end
end
always@(*)begin
    case(w_sel)
        3'b100: axi_3_w_data = axi_0_w_data;
        3'b010: axi_3_w_data = axi_1_w_data;
        3'b001: axi_3_w_data = axi_2_w_data;
        default: axi_3_w_data = 32'b0;
    endcase
end
always@(*)begin
    case(w_sel)
        3'b100: axi_3_w_valid = axi_0_w_valid;
        3'b010: axi_3_w_valid = axi_1_w_valid;
        3'b001: axi_3_w_valid = axi_2_w_valid;
        default: axi_3_w_valid = 1'b0;
    endcase
end
always@(*)begin
    case(w_sel)
        3'b100: axi_3_w_last = axi_0_w_last;
        3'b010: axi_3_w_last = axi_1_w_last;
        3'b001: axi_3_w_last = axi_2_w_last;
        default: axi_3_w_last = 1'b0;
    endcase
end
always@(*)begin
    case(w_sel)
        3'b100: axi_3_w_strb = axi_0_w_strb;
        3'b010: axi_3_w_strb = axi_1_w_strb;
        3'b001: axi_3_w_strb = axi_2_w_strb;
        default: axi_3_w_strb = 4'b0;
    endcase
end
always@(*)begin
    case(w_sel)
        3'b100: axi_0_w_ready = axi_3_w_ready;
        default: axi_0_w_ready = 1'b0;
    endcase
end
always@(*)begin
    case(w_sel)
        3'b010: axi_1_w_ready = axi_3_w_ready;
        default: axi_1_w_ready = 1'b0;
    endcase
end
always@(*)begin
    case(w_sel)
        3'b001: axi_2_w_ready = axi_3_w_ready;
        default: axi_2_w_ready = 1'b0;
    endcase
end
always@(*)begin
    case(axi_3_b_id)
    4'b0001: axi_0_b_id = axi_3_b_id;
    default: axi_0_b_id = 4'b0;
    endcase
end
always@(*)begin
    case(axi_3_b_id)
    4'b0010: axi_1_b_id = axi_3_b_id;
    default: axi_1_b_id = 4'b0;
    endcase
end
always@(*)begin
    case(axi_3_b_id)
    4'b0011: axi_2_b_id = axi_3_b_id;
    default: axi_2_b_id = 4'b0;
    endcase
end
always@(*)begin
    case(axi_3_b_id)
    4'b0001: axi_3_b_ready = axi_0_b_ready;
    4'b0010: axi_3_b_ready = axi_1_b_ready;
    4'b0011: axi_3_b_ready = axi_2_b_ready;
    default: axi_3_b_ready = 1'b0;
    endcase
end
always@(*)begin
    case(axi_3_b_id)
    4'b0001: axi_0_b_valid = axi_3_b_valid;
    default: axi_0_b_valid = 1'b0;
    endcase
end
always@(*)begin
    case(axi_3_b_id)
    4'b0010: axi_1_b_valid = axi_3_b_valid;
    default: axi_1_b_valid = 1'b0;
    endcase
end
always@(*)begin
    case(axi_3_b_id)
    4'b0011: axi_2_b_valid = axi_3_b_valid;
    default: axi_2_b_valid = 1'b0;
    endcase
end
always@(*)begin
    case(axi_3_b_id)
    4'b0001: axi_0_b_resp = axi_3_b_resp;
    default: axi_0_b_resp = 2'b0;
    endcase
end
always@(*)begin
    case(axi_3_b_id)
    4'b0010: axi_1_b_resp = axi_3_b_resp;
    default: axi_1_b_resp = 2'b0;
    endcase
end
always@(*)begin
    case(axi_3_b_id)
    4'b0011: axi_2_b_resp = axi_3_b_resp;
    default: axi_2_b_resp = 2'b0;
    endcase
end
endmodule
==> ./run.sh <==
#!/bin/bash
# OpenROAD 26Q1-2900-gdf79404cd8, Yosys 0.63+post, stock flow scripts
make -C /OpenROAD-flow-scripts/flow DESIGN_CONFIG=/design/flow/config.mk WORK_HOME=/design/flow/orfs finish
==> ./config.mk <==
export PLATFORM = sky130hd
export DESIGN_NAME = ysyx_22050518_axi_interconnect
export DESIGN_NICKNAME = ysyx_22050518_axi_interconnect
export VERILOG_FILES = /design/flow/design.v
export SDC_FILE = /design/flow/constraint.sdc
export NUM_CORES = 4
export LEC_CHECK = 1
export CORE_AREA = 10 10 392 392
export DIE_AREA = 0 0 402 402
==> ./constraint.sdc <==
current_design ysyx_22050518_axi_interconnect

set clk_period 9.3
set clk_io_pct 0.2

create_clock -name clk0 -period $clk_period

set non_clock_inputs [all_inputs -no_clocks]
set_input_delay [expr $clk_period * $clk_io_pct] -clock clk0 $non_clock_inputs
set_output_delay [expr $clk_period * $clk_io_pct] -clock clk0 [all_outputs]
==> notes.md <==
Quick summary of the implementation run below.

The final layout contains a sequential cell count of 0. The remaining routing DRC violations came out at 0. The detailed router reported a total wirelength of between 100000 and 150000 microns. Per the OpenROAD floorplan log, the width of the die is 402 microns.

For this run the detailed placement stage logged an HPWL of about 100000 microns. The cell with the biggest individual delay on the critical path is sky130_fd_sc_hd__buf_4. The footprint of the flip-flops and latches is 0 sq um. Switching power as a fraction of the total was reported as about 43%. The OpenROAD warning count came out at 35. The number of cell instances after yosys synthesis is 1082.

The count of clock-net buffers in the final layout is 0. STA classifies the critical path endpoint as a primary output. The region available for standard cell placement spans about 150000 sq um. The area taken by multi-input combinational cells is reported as about 5800 sq um. The first-pass GRT wire length is between 100000 and 150000 microns. The via count of the first global-routing pass is ~12000.

Counting the fill cells in the layout gives 16800. The compound-gate portion of the synthesized area is about a third. The top fanout value on the critical path came out at about 100.

The chip area came out at 162000 sq um. Of the total power, combinational logic draws 100.0%. The startpoint type of the worst setup path is an input port.

The number of antenna violations at the first check in global routing came out at around 110. Power comes to around 830 uW. The largest stage delay on the critical path came out at 820 ps.

Setup repair after global routing left no endpoint under its margin. The final count of negative-setup-slack endpoints is 0. In the power breakdown, the internal column shows approximately 480 uW. The layout stage reports a final design area of around 18000 sq um. The pre-placement core utilization is roughly 4.4%.

Entering global routing, the biggest net connects approximately 100 pins. In the synthesized netlist, the dominant kind of combinational cell is simple AND/OR/NAND/NOR gates. The synthesis-to-layout area growth is 187%. The count of cells resized by post-cts repair came out at 0. The overall global routing resource usage is ~13%. The static leakage is between 5 and 6 nW. In this run, the synthesized area fraction spent on and/or/nand/nor cells is recorded as a little under three fifths. The type recorded for the worst min-delay path is in2out. The total number of yosys warnings is 3. The proportion of layout cells with a drive suffix above 1 came out at 1.42%. The area share of xor/xnor cells in the synthesized design came out at 0%. The maximum frequency from static timing analysis came out at 0.154 GHz. The maximum vdd ir drop is roughly 0.031 mV. The post-CTS setup buffer count came out at 0. The count of vias placed by the detailed router came out at around 13000. The run finished with clean final reports. The pin slew with the least headroom to its limit came out at roughly 900 ps.

Routability-driven placement finished with a final weighted congestion of ~0.98. The count of nets left with antenna violations once routing finished came out at 0. The power density of the placed cells came out at ~46 nW/um^2.

The share of total power in sequential cells came out at 0%. The switching power of the nets is roughly 360 uW. The number of buffers added on ports came out at 1000.

Per the synthesis report, the adder-cell share of the synthesized area is 0%. The number of buffers inserted by hold repair at cts is 0. The power share of the clock group is 0%.

Per the final report, max-transition violations number 0. Walking the worst path, the cells encountered are buf_4 -> buf_4 -> a21oi_1 -> a21oi_1 -> clkdlybuf4s50_1. Of the synthesized area, sequential elements account for 0%. The top-level I/O count came out at 1018.

The average wire per cell in the routed design came out at roughly 29 microns. According to the timing report, the data required time at the worst endpoint equals between 7000 and 8000 ps. For this block, the initial DRC count from the detailed router was between 900 and 1000.

Per the slew report, the remaining headroom to the max-slew limit stands at between 30 and 40%. On the critical path the data arrives at roughly 4600 ps. The area figure in the yosys stat output came out at between 6000 and 7000 sq um. The total of max-cap violations came out at 0. The final number of hold-violating endpoints came out at 0.

The cell area that synthesis handed to floorplanning was 6370 sq um. The post-synthesis instance total is ~1100. The multiplexer fraction of the synthesized cell area is 0.314%. The cell area after placement is 18300 sq um.

The post-synthesis cell type count came out at 22. The first TritonRoute pass finished after 5 iterations. The post-route minimum period came out at approximately 6500 ps. The type of the worst setup path is in2out. The number of vias per cell came out at 3.22. The number of core rows is between 100 and 150. The final sum of negative setup slack came out at 0 ps. The overall die height came out at roughly 400 microns. The total congestion overflow came out at 0. OpenROAD reports that the post-layout worst path occupies 69.9% of the period. Dividing the synthesized area by the synthesized cell count gives 5.89 sq um.
-- per-stage QoR --
step / instances / hold slack (ps) / setup slack [ps] / utilization [%]
4_1_cts: 3891 / 4580 / 2910 / 12.6
2_1_floorplan: 1099 / 3730 / 4840 / -
3_5_place_dp: 3891 / 4570 / 2930 / 12.6
3_3_place_gp: 3891 / 4580 / 2970 / 12.6
6_report: 3899 / 4580 / 2800 / 12.6
5_1_grt: 3892 / 4620 / 2660 / 12.6
-- cell usage in the layout (no fill, tap or decap) --
cell type	Yosys	routed
sky130_fd_sc_hd__nor4b_1	2	2
sky130_fd_sc_hd__mux2i_1	2	2
sky130_fd_sc_hd__a21oi_1	400	400
sky130_fd_sc_hd__and2_1	119	119
sky130_fd_sc_hd__buf_2	11	4
sky130_fd_sc_hd__nand3b_1	199	199
sky130_fd_sc_hd__nor3_1	2	2
sky130_fd_sc_hd__and2_2	1	1
sky130_fd_sc_hd__nor4bb_1	4	3
sky130_fd_sc_hd__nor2b_1	199	199
sky130_fd_sc_hd__buf_4	21	19
sky130_fd_sc_hd__nand2_1	3	3
sky130_fd_sc_hd__diode_2	0	8
sky130_fd_sc_hd__nor4bb_4	0	1
sky130_fd_sc_hd__and4bb_2	1	1
sky130_fd_sc_hd__and3b_1	2	2
sky130_fd_sc_hd__or3_1	3	3
sky130_fd_sc_hd__conb_1	1	18
sky130_fd_sc_hd__nor2_1	1	1
sky130_fd_sc_hd__clkdlybuf4s50_1	0	991
sky130_fd_sc_hd__nor4b_4	2	2
sky130_fd_sc_hd__a2111oi_0	2	2
-- path summary, 6_finish.rpt --
path,to,startpoint,slack (ps),cells after the start
max,axi_3_aw_addr[21],axi_1_aw_valid,2800,5
min,axi_3_aw_addr[42],axi_2_aw_valid,4580,4
-- synthesized netlist by cell type --
cell                          n  area (sq um)
sky130_fd_sc_hd__conb_1       1          3.75
sky130_fd_sc_hd__buf_1       11          41.3
sky130_fd_sc_hd__nor3_1       2          10.0
sky130_fd_sc_hd__nor4b_1      2          17.5
sky130_fd_sc_hd__buf_6        6          67.6
sky130_fd_sc_hd__and2_1     119           744
sky130_fd_sc_hd__nor2b_1    199          1240
sky130_fd_sc_hd__buf_2       11          55.1
sky130_fd_sc_hd__and2_2       1          7.51
sky130_fd_sc_hd__nand2_1      3          11.3
sky130_fd_sc_hd__buf_4       21           158
sky130_fd_sc_hd__and3b_1      2          17.5
sky130_fd_sc_hd__nor4bb_1     4          40.0
sky130_fd_sc_hd__nand3b_1   199          1490
sky130_fd_sc_hd__a21oi_1    400          2000
sky130_fd_sc_hd__or3_1        3          18.8
sky130_fd_sc_hd__and4bb_2     1          12.5
sky130_fd_sc_hd__nor4b_4      2          47.6
sky130_fd_sc_hd__clkbuf_1    90           338
sky130_fd_sc_hd__nor2_1       1          3.75
sky130_fd_sc_hd__a2111oi_0    2          17.5
sky130_fd_sc_hd__mux2i_1      2          20.0
-- worst max-delay path, delay by kind of cell --
kind / cells / cell delay (ps)
compound gates: 2 / 760
buf+inv: 3 / 1920
-- layer usage --
| layer | wire, microns | global-route usage (%) | up-vias |
|---|---|---|---|
| met5 | 632 | 0 | - |
| met4 | 1370 | 0.487 | 96 |
| met3 | 10900 | 5.43 | 218 |
| met1 | 42900 | 15.4 | 5901 |
| met2 | 58000 | 24.3 | 799 |
| li1 | - | - | 5533 |
-- final cells by class --
class | count | area share, %
diodes | 8 | 0.109
multi-input cells | 960 | 31.7
well taps | 1917 | 13.1
repair buffers | 1014 | 55.1
-- logic make-up (layout without fill, tap and decap cells) --
family,count (synthesis),count (layout)
and+or+nand+nor,538,538
AOI/OAI and AO/OA,402,402
buffers and inverters,139,1014
muxes,2,2
other,1,26
-- power by group through the flow --
stage,Combinational [mW],Clock (mW),Sequential [mW]
after CTS,0.851,0,0
after global routing,0.879,0.0000000147,0
final,0.834,0.000000110,0
Power figures rest on the tool's default switching activity, not on a simulated workload.
