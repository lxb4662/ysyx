`design/flow/config.mk`:
```
export PLATFORM = sky130hd
export DESIGN_NAME = S011HD1P_X32Y2D128_BW
export DESIGN_NICKNAME = S011HD1P_X32Y2D128_BW
export VERILOG_FILES = /design/flow/design.v
export SDC_FILE = /design/flow/constraint.sdc
export NUM_CORES = 4
export LEC_CHECK = 1
export CORE_UTILIZATION = 30
export SYNTH_MEMORY_MAX_BITS = 65536
```
`design/flow/constraint.sdc`:
```
current_design S011HD1P_X32Y2D128_BW

set clk_period 106.7
set clk_io_pct 0.2

create_clock -name clk0 -period $clk_period [get_ports {CLK}]

set non_clock_inputs [all_inputs -no_clocks]
set_input_delay [expr $clk_period * $clk_io_pct] -clock clk0 $non_clock_inputs
set_output_delay [expr $clk_period * $clk_io_pct] -clock clk0 [all_outputs]
```
`design/flow/design.v`:
```
module S011HD1P_X32Y2D128_BW(
    Q, CLK, CEN, WEN, BWEN, A, D
);
parameter Bits = 128;
parameter Word_Depth = 64;
parameter Add_Width = 6;
parameter Wen_Width = 128;
output reg [Bits-1:0] Q;
input                 CLK;
input                 CEN;
input                 WEN;
input [Wen_Width-1:0] BWEN;
input [Add_Width-1:0] A;
input [Bits-1:0]      D;
wire cen  = ~CEN;
wire wen  = ~WEN;
wire [Wen_Width-1:0] bwen = ~BWEN;
reg [63:0] ram_0 [0:Word_Depth-1];
reg [63:0] ram_1 [0:Word_Depth-1];
always @(posedge CLK) begin
    if(cen && wen) begin
        ram_0[A] <= (D[63:0] & bwen[63:0]) | (ram_0[A] & ~bwen[63:0]);
        ram_1[A] <= (D[127:64] & bwen[127:64]) | (ram_1[A] & ~bwen[127:64]);
    end
    Q <= cen && !wen ? {ram_1[A],ram_0[A]} : {4{$random}};
end
endmodule
```
`design/flow/run.sh`:
```
#!/bin/bash
# OpenROAD 26Q1-2900-gdf79404cd8, Yosys 0.63+post, stock flow scripts
make -C /OpenROAD-flow-scripts/flow DESIGN_CONFIG=/design/flow/config.mk WORK_HOME=/design/flow/orfs finish
```
==> out/results.ini <==
[cells_and_area]
layout.cells.non_filler=34300
layout_top_cell=edfxtp_1
drive_gt1_share_pct=16.9
postLayoutCoreUtil_pct=35.2
syn_to_final_growth_pct=16.7
lay_top_cells=edfxtp_1 (8,192), a22oi_1 (1,704), buf_4 (1,102), a21oi_1 (861), clkbuf_16 (853)

[global_routing]
grt_max_degree=152
gr-usage-all-layers_pct=23.6
antenna_found_initial=71
grt_pass1_vias=203000
grt_pass1_wl_um=1640000
gr-total-overflow=0

[worst_setup_path]
crit_top_cell=buf_4
end_kind=flip-flop
worstSetupStartpoint=A[0]
cp.required_ns=107.51
cp_max_fo=151
worstReg2RegStart=ram_0[34][12]$_DFFE_PP_
critPathKind=input port to flip-flop
path_depth=14
cp_data_arrival_time_ns=28.02
start_kind=input port
cp_slowest_cell=a2111oi_0
path_cells=buf_16 -> buf_4 -> buf_4 -> buf_4 -> buf_4 -> buf_4 -> buf_4 -> or3b_2 -> a21oi_1 -> a2111oi_0 -> nand4_1 -> nor4_2 -> a21oi_4 -> buf_4
worst_r2r_path_depth=9
crit_family=buffers and inverters
cpPeakStageDelay_ns=0.84
cp_num_buf_inv=8

[route]
routed_wl_um=1200000
route.detailed.drc=0
wire_per_inst_um=35.1
dr.pass1.iters=27
via_per_inst=5.71
ant_nets=0
via_count=196000
drt-initial-drc-count=15800

[placement]
gp_congestion=0.920
place_inst=32600
pre_cts_slack_ns=78.51
io_buffers=392
hpwlAfterDp_um=693000

[synth]
synth.yosys.warnings=3
yosysChipArea_um2=320000
yosys_cells=18600
synthesis.area_um2=320000
yosys.area.top_type_share_pct=77.0
async_flop_share_pct=0
largest_area_cell=edfxtp_1
flop_cell=edfxtp_1
netlist_instances=18600
ys_types=80
postSynthSeqShare_pct=77.8
edf_count=8192
topCellsByArea=edfxtp_1 (77%), a22oi_1 (4.0%), a221oi_1 (1.5%), a21oi_1 (1.5%), nand3b_1 (1.3%)
syn_area_per_cell_um2=17.2
synth_flops=8320

[min_path]
hold_class=flip-flop to flip-flop
holdCritStartpoint=ram_1[13][32]$_DFFE_PP_
holdPathStages=5

[die]
die_h_um=1030
fp.dieW_um=1030
row_count=378
core-area_um2=1060000
io_pins=393
chipArea_um2=1070000
fp_util_pct=30.1

[clock_network]
cts_resized=0
post_cts_buffers=0
cts_buffers=849
tritoncts=yes
cts_root_buf=clkbuf_16
ctsHoldBuffers=0
htreeDepth=6
clk_path_buf_depth=5
clk_latency_ns=1.23
path_clk_slew_ns=0.06
clock-sinks=8320

[power]
leakage_uw=0.113
p_total_uw=7050
clkPwrFrac_pct=41.2
power.density_nw_per_um2=18.9
switching_power_uw=1640
seqPwrFrac_pct=52.2
peakVddDrop_mv=0.0164
p_int_uw=5410
swShare_pct=23.3
comb_power_share_pct=6.6

[sta]
layout_min_cycle_time_ns=27.22
fmax_ghz=0.0367
slew_headroom_pct=-7.47
slew_violations=16
hold_violations=0
finalSetupTns_ns=0
period_used_pct=25.5
rsz0062_at_grt=false
worstMarginPinSlew_ns=1.61
setup_ws_ns=79.48
fin_skew_ns=0.144
setup_viol=0

[job]
log.warning_count=41
maxCapViolCount=2

[status]
violations=max-capacitance violations, max-slew violations
status=complete, but fails checks

-- layout make-up --
cell class                 count  area [um2]
antenna                       85         213
sequential                  8320      249000
multi-input combinational   8715       66600
fill                       97000      687000
inverter                       4        46.3
tap                        14100       17600
clock inverter               473        4660
clock buffer                1073       22300
timing repair buffer        1533       13000
-- worst paths after layout --
path	end	slack (ns)
worst max-delay path	ram_0[61][24]$_DFFE_PP_	79.48
worst min-delay path	Q[96]$_SDFF_PN0_	0.77
worst max register to register	ram_0[17][12]$_DFFE_PP_	102.81
worst min register to register	Q[96]$_SDFF_PN0_	0.77
-- cells in the mapped netlist (75+ instances only) --
cell type	number
edfxtp_1	8192
a22oi_1	1704
a21oi_1	951
clkbuf_1	686
o22ai_1	621
a221oi_1	562
nand3b_1	552
buf_2	508
nand3_1	454
or3b_2	405
nor2_1	340
a22o_1	266
mux2i_1	261
o21ai_0	243
a2111oi_0	229
mux2_2	221
nand2_1	207
buf_1	182
mux4_2	139
and3_1	136
nor3b_1	135
nor3_1	130
dfxtp_1	128
nor4_1	101
a31oi_1	96
o22a_1	81
nand4_1	75
-- metal layers --
| layer | GRT usage [%] | vias to the layer above | wire length [um] | part of all wire (%) |
|---|---|---|---|---|
| met5 | 4.85 | - | 6700 | 0.56 |
| met4 | 12.3 | 221 | 81400 | 6.8 |
| met3 | 23.4 | 3570 | 264000 | 22 |
| met2 | 32.2 | 17600 | 511000 | 42 |
| met1 | 22.0 | 95200 | 341000 | 28 |
| li1 | - | 79100 | - | - |
-- metrics by stage --
stage,instance area (um2),hold slack (ns)
4_1_cts,373000,0.772
5_1_grt,373000,0.811
3_5_place_dp,346000,0.780
6_report,373000,0.767
2_1_floorplan,320000,0.579
3_3_place_gp,346000,0.790
-- sequential cells by signal, indices dropped and copies added (netlist names) --
name   flops
ram_0   4096
ram_1   4096
Q        128
-- cell families after synthesis --
logic type	synth area share, %
buffers and inverters	2.24
AOI/OAI and AO/OA	11.4
muxes	2.58
and+or+nand+nor	6.03
DFF	77.8
-- worst min-delay path, stage by stage, from the launching register on --
cell and delay [ns]:
edfxtp_1 0.32, a22oi_1 0.06, o22ai_1 0.11, or2_2 0.14, nor4_2 0.07, nor2_1 0.09
-- power groups by stage --
| stage | Sequential, uW | Clock, uW | Combinational (uW) |
|---|---|---|---|
| 4_1_cts | 3680 | 2930 | 459 |
| 5_1_grt | 3680 | 3050 | 492 |
| 6_report | 3680 | 2900 | 468 |
No activity file was given, so power comes from the tool's default toggle rates.
