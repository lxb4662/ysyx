===== flow/design.v =====
module ysyx_22050518_csr(
    input               clk,
    input               rst_n,
    output reg [63:0]   mepc,
    output reg [63:0]   mstatus,
    output reg [63:0]   mcause,
    output reg [63:0]   mtvec,
    input [63:0]    mepc_write,
    input [63:0]    mstatus_write,
    input [63:0]    mcause_write,
    input [63:0]    mtvec_write,
    input               mepc_w_e,
    input               mstatus_w_e,
    input               mcause_w_e,
    input               mtvec_w_e
);
always@(posedge clk)begin
    if(!rst_n)begin
        mstatus     <= 64'ha00001800;
        mtvec       <= 64'b0;
        mepc        <= 64'b0;
        mcause      <= 64'b0;
    end
    else begin
        if(mstatus_w_e)begin
            mstatus <= mstatus_write;
        end        
        if(mtvec_w_e)begin
            mtvec <= mtvec_write;
        end        
        if(mepc_w_e)begin
            mepc <= mepc_write;
        end        
        if(mcause_w_e)begin
            mcause <= mcause_write;
        end
    end
end
endmodule
module ysyx_22050518_csr_top(
    input           clk,
    input           rst_n,
    input           en,
    input           mret,
    input           ecall,
    input           csrr,
    input [4:0]     rd_a,
    input           rd_w,
    input [63:0]    rd_sd,
    input [63:0]    pc,
    input [63:0]    rs1_reg,
    input           rs1_sel,
    input [63:0]    x17,
    input [11:0]    csr_a,
    input [2:0]     func3,
    output [63:0]   mepc,
    output [63:0]   mstatus,
    output [63:0]   mcause,
    output [63:0]   mtvec,
    output reg [63:0]   rd_o,
    output reg          rd_w_o,
    output reg [4:0]    rd_a_o,
    output jup,
    output [63:0]       jup_addr
);
    ysyx_22050518_csr csr_reg(
        .clk(clk)
        ,.rst_n(rst_n)
        ,.mepc(mepc)
        ,.mstatus(mstatus)
        ,.mcause(mcause)
        ,.mtvec(mtvec)
        ,.mepc_write(mepc_write)
        ,.mstatus_write(mstatus_write)
        ,.mcause_write(mcause_write)
        ,.mtvec_write(mtvec_write)
        ,.mepc_w_e(mepc_w_e)
        ,.mstatus_w_e(mstatus_w_e)
        ,.mcause_w_e(mcause_w_e)
        ,.mtvec_w_e(mtvec_w_e)
    );
    wire [63:0]rs1;
    ysyx_22050518_mux2t1_64 rs1_sel_mux(
    .sel(rs1_sel)
    ,.in0(rs1_reg)
    ,.in1(rd_sd)
    ,.out(rs1)
);
    wire [63:0]    mepc_write;
    wire [63:0]    mstatus_write;
    wire [63:0]    mcause_write;
    wire [63:0]    mtvec_write;
    wire               mepc_w_e;
    wire               mstatus_w_e;
    wire               mcause_w_e;
    wire               mtvec_w_e;
    wire [63:0]         csrrw;
    wire [63:0]         csrrs;
    wire [63:0]         csrrc;
    reg [63:0]         csrr_;
    assign mcause_w_e   = en&&(ecall||((csr_a==12'h342)&&csrr));
    assign mstatus_w_e  = en&&((csr_a==12'h300)&&csrr);
    assign mepc_w_e     = en&&(ecall||((csr_a==12'h341)&&csrr));
    assign mtvec_w_e    = en&&((csr_a==12'h305)&&csrr);
    assign mepc_write = ecall?pc:((csr_a==12'h341)&&csrr)?csrr_:64'b0;
    assign mcause_write = ecall?64'hb:((csr_a==12'h342)&&csrr)?csrr_:64'b0;
    assign mstatus_write     = (csr_a==12'h300)&&csrr?csrr_:64'b0;
    assign mtvec_write  = (csr_a==12'h305)&&csrr?csrr_:64'b0;
    reg [63:0] csrr_csr;
    assign csrrw = rs1;
    assign csrrs = (~rs1)&csrr_csr;
    assign csrrc = rs1|csrr_csr;
    always@(*)begin
        case(csr_a)
            12'h342:    csrr_csr = 64'b1011;
            12'h300:    csrr_csr = mstatus;
            12'h341:    csrr_csr = mepc;
            12'h305:    csrr_csr = mtvec;
            default:    csrr_csr = 64'b0;
        endcase
    end
    always@(*)begin
        case (func3)
            3'b001: csrr_ = csrrw;
            3'b010: csrr_ = csrrs;
            3'b011: csrr_ = csrrc;
            default: csrr_ = 64'b0;
        endcase
    end 
    wire [63:0]     rd;
    assign rd = csrr_csr;
    always@(posedge clk)begin
        if(!rst_n)begin
            rd_w_o <= 1'b0;
        end
        else begin
            if(en)begin
                rd_o <= rd;
                rd_w_o <= rd_w;
                rd_a_o <= rd_a;
            end
            else begin
                rd_w_o <= 1'b0;
            end
        end
    end
    assign jup_addr = ecall?mtvec:mepc;
    assign jup = (mret|ecall)&en;
endmodule
module ysyx_22050518_mux2t1_64(
    input sel ,
    input [63:0]    in0,
    input [63:0]    in1,
    output[63:0]    out
);
assign out = sel ? in1:in0;
endmodule 

===== flow/constraint.sdc =====
current_design ysyx_22050518_csr_top

set clk_period 15.0
set clk_io_pct 0.2

create_clock -name clk0 -period $clk_period [get_ports {clk}]

set non_clock_inputs [all_inputs -no_clocks]
set_input_delay [expr $clk_period * $clk_io_pct] -clock clk0 $non_clock_inputs
set_output_delay [expr $clk_period * $clk_io_pct] -clock clk0 [all_outputs]

===== flow/run.sh =====
#!/bin/bash
# OpenROAD 26Q1-2900-gdf79404cd8, Yosys 0.63+post, stock flow scripts
make -C /OpenROAD-flow-scripts/flow DESIGN_CONFIG=/design/flow/config.mk WORK_HOME=/design/flow/orfs finish

===== flow/config.mk =====
export PLATFORM = sky130hd
export DESIGN_NAME = ysyx_22050518_csr_top
export DESIGN_NICKNAME = ysyx_22050518_csr_top
export VERILOG_FILES = /design/flow/design.v
export SDC_FILE = /design/flow/constraint.sdc
export NUM_CORES = 4
export LEC_CHECK = 1
export CORE_AREA = 10 10 338 338
export DIE_AREA = 0 0 348 348

==> flow_summary_export.csv <==
group,metric,value,unit
logic_synthesis,synth_cell_types,68,
clock_tree,cts.repair.resized,0,
die,io_pins,675,
power,power_density,90.0,mW/mm2
critical_path,cp_max_fo,40,
final_timing,finalClockPeriodUsage,53.0,%
clock_tree,postCtsHoldBufs,0,
power,intPower,1.68,mW
final_timing,finalHoldViolCount,0,
die,die_height,348,um
final_timing,layout_setup_ws,7.05,ns
final_timing,worst_slew_pin_slew,0.972,ns
clock_tree,cts_setup_buffers,0,
clock_tree,root_buffer,"clkbuf_16",
logic_synthesis,synth_top_flop_cell,"dfxtp_1",
final_timing,slew_headroom,33.4,%
critical_path,cp.required,12.00,ns
placed_design,dpl_cell_area,0.0236,mm2
die,core_area,0.107,mm2
power,net-switching-power,0.576,mW
clock_tree,cts_tree,"built",
clock_tree,numCtsBuffers,42,
logic_synthesis,synth-seq-cells,326,
global_routing,antenna_found_initial,12,
clock_tree,clkTransAtPathRegs,0.05,ns
final_layout,stdcell_count,3695,
final_timing,finalSetupViolCount,0,
logic_synthesis,ys_seq_share,45.2,%
logic_synthesis,ys_cells,1718,
die,die_area,0.121,mm2
logic_synthesis,synth-edff-count,69,
min_path,worstHoldPathCells,2,
logic_synthesis,async_flop_share,0,%
global_routing,grt_pass1_vias,17200,
global_routing,grtUsageTotal,15.4,%
power,comb_power_share,11.8,%
clock_tree,clock.latency.late_pin,0.59,ns
critical_path,crit_arrival,4.95,ns
logic_synthesis,ys_chip_area,0.0160,mm2
final_layout,syn_to_final_growth,56.9,%
critical_path,critical-path-max-stage-delay,0.59,ns
logic_synthesis,syn-mean-instance-area,9.29,um2
final_layout,fin_util,23.4,%
clock_tree,htreeDepth,2,
final_timing,tns,0,ns
die,fp_util,14.9,%
placed_design,port_buffers,610,
power,leakage,8.98,nW
placed_design,dp_cells,3617,
critical_path,cp-end-kind,"output pin",
final_timing,slew_violations,0,
detailed_routing,via_count,17300,
detailed_routing,initialDrtViolationCount,1423,
logic_synthesis,synth_warnings,2,
critical_path,slowest_stage,"buf_4",
logic_synthesis,syn_area,0.0160,mm2
job,warnings,89,
min_path,hold_path.class,"flop to flop",
detailed_routing,postRouteWirelength,95800,um
power,vdd.ir_drop.worst,0.0637,mV
final_timing,min_period,7.95,ns
global_routing,overflow,0,
die,rows,120,
critical_path,timing_worst_setup_path_type,"primary input to output pin",
critical_path,crit_chain,"buf_4, buf_4, mux2_2, clkdlybuf4s50_1",
detailed_routing,ant_nets,0,
job,maxCapViolCount,0,
clock_tree,clockBufferDepth,3,
final_timing,fmax,126,MHz
detailed_routing,wl_per_cell,25.9,um
final_timing,worst_hold_slack,0.451,ns
final_timing,rsz0062_at_grt,"no",
power,total_power,2.25,mW
detailed_routing,drc,0,
power,clkPwrFrac,47.2,%
final_timing,clock-skew-final,0.0293,ns
run_status,status,"completed",
power,switching_share,25.6,%
placed_design,place_congestion,0.890,
placed_design,dp_hpwl,71700,um
critical_path,worstSetupStartpointType,"primary input",
clock_tree,cts.sinks,326,
final_layout,fin_area,0.0250,mm2
logic_synthesis,syn_inst,1718,
power,seqPwrFrac,41.1,%
global_routing,grt_pass1_wl,134000,um
placed_design,pre_cts_ws,7.02,ns
die,die_w,348,um
global_routing,grt_max_degree,55,
critical_path,reg2reg_depth,5,
final_layout,drive_above_1_share,11.7,%
detailed_routing,firstDrtPassIters,8,
critical_path,cpMostUsedCell,"buf_4",
detailed_routing,viasPerCell,4.67,
-- worst paths after layout --
path,from,slack [ns],endpoint
min reg2reg,csr_reg.mcause[63]$_SDFFE_PN0P_,0.45,csr_reg.mcause[63]$_SDFFE_PN0P_
max reg2reg,csr_reg.mstatus[35]$_SDFFE_PN1P_,13.20,csr_reg.mtvec[35]$_SDFFE_PN0P_
min,csr_reg.mcause[63]$_SDFFE_PN0P_,0.45,csr_reg.mcause[63]$_SDFFE_PN0P_
max,ecall,7.05,jup_addr[21]
-- cell usage in the layout, fill, tap and decap left out, drive strengths merged, types with 45 or more instances in the layout --
cell type | netlist | routed
clkdlybuf4s50 | 0 | 606
dfxtp | 257 | 257
o21ai | 163 | 163
nand2 | 123 | 123
a21oi | 93 | 93
nor2 | 89 | 89
inv | 82 | 82
mux2 | 75 | 75
edfxtp | 69 | 69
clkbuf | 116 | 66
mux2i | 65 | 65
a222oi | 59 | 59
o22ai | 58 | 58
a22oi | 51 | 51
buf | 42 | 48
a22o | 46 | 46
nand3 | 45 | 45
-- per-layer routing --
metal	up-vias	wire, um	global-route usage [%]
met4	12	3050	4.23
met5	-	67	0
met1	8334	39100	19.8
met3	175	11700	6.68
met2	1115	41900	23.6
li1	7615	-	-
-- cells in the mapped netlist, types with 5 or more instances --
library cell,number,area (um2)
nor2_1,89,334
a31oi_1,40,250
a221oi_1,7,61.3
mux2i_1,65,651
a21oi_1,93,465
o21ai_0,155,776
mux2_2,75,845
a211oi_1,20,150
clkbuf_1,116,435
dfxtp_1,257,5140
a21boi_0,22,165
nand3_1,45,225
and2_1,6,37.5
buf_2,31,155
o41ai_2,11,179
nand2_1,123,462
o22ai_1,58,363
o31ai_1,23,173
o21ai_2,5,43.8
inv_1,82,308
or2_2,40,250
nor3_1,11,55.1
edfxtp_1,69,2070
a222oi_1,59,591
buf_1,10,37.5
a21boi_1,18,135
a22o_1,46,403
a32o_1,6,60.1
a22oi_1,51,383
o41ai_1,13,114
o21a_1,5,37.5
-- layout make-up --
cell class | count | area (um2)
sequential | 326 | 7220
inverter | 82 | 310
multi-input combinational | 1152 | 7900
antenna | 2 | 5.00
clock buffer | 66 | 1290
tap | 1403 | 1760
clock inverter | 10 | 131
fill | 11400 | 81900
timing repair buffer | 654 | 6430
-- power by group through the flow --
stage                 registers (mW)  clock network [mW]  logic, mW
after CTS                      0.926                1.09      0.267
after global routing           0.927                1.12      0.284
final                          0.926                1.06      0.265
-- kinds of logic (layout without fill, tap and decap cells) --
| family | after synthesis | in the layout | share of synthesized area (%) |
|---|---|---|---|
| other | 0 | 2 | 0 |
| and+or+nand+nor | 355 | 355 | 10.8 |
| buffers and inverters | 240 | 812 | 5.94 |
| DFF | 326 | 326 | 45.2 |
| AOI/OAI and AO/OA | 657 | 657 | 28.6 |
| muxes | 140 | 140 | 9.37 |
-- worst max-delay path, delay by kind of cell --
kind | cells | cell delay [ns]
buffers and inverters | 3 | 1.43
muxes | 1 | 0.42
-- sequential cells by signal, indices dropped and copies added (netlist names) --
register / count
csr_reg.mcause: 64
csr_reg.mepc: 64
csr_reg.mstatus: 64
csr_reg.mtvec: 64
rd_o: 64
rd_a_o: 5
rd_w_o: 1
Power and IR drop assume default switching activity.
